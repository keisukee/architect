File: flow/design.v
`timescale 1ns / 1ps
module adder(
    input  [31:0] a, b,
    output [31:0] y);
   assign y = a + b;
endmodule
module sl2 (
    input  [31:0] a,
    output [31:0] y);
   assign y = {a[29:00], 2'b00};
endmodule
module signext (
    input  [15:0] a,
    output [31:0] y);
   assign y = {{16{a[15]}}, a};
endmodule
module zeroext (
    input  [15:0] a,
    output [31:0] y);
   assign y = {16'b0, a};
endmodule
module sethi (
    input  [15:0] a,
    output [31:0] y);
   assign y = {a, 16'b0};
endmodule
module immext (
    input  [1:0] immtype,
    input  [15:0] a,
    output [31:0] y);
   wire [31:0] ysignext;
   wire [31:0] yzeroext;
   wire [31:0] ysethi;
   signext  se(a, ysignext);
   zeroext  ze(a, yzeroext);
   sethi    sh(a, ysethi);
   assign y = immtype[1] ? ysethi
	      : (immtype[0] ? yzeroext : ysignext);
endmodule
module flopr # (parameter WIDTH = 8)
   (input	clk, reset,
    input	[WIDTH-1:0] d,
    output reg [WIDTH-1:0]  q);
   always @ (posedge clk, posedge reset)
     if (reset) q <= 0;
     else	q <= d;
endmodule
module mux2 # (parameter WIDTH = 8)
   (input  [WIDTH-1:0] d0, d1,
    input  s,
    output [WIDTH-1:0] y);
   assign y = s ? d1 : d0;
endmodule
module regfile(
    input clk,
    input we3,
    input [4:0] ra1,
    input [4:0] ra2,
    input [4:0] wa3,
    input [31:0] wd3,
    output [31:0] rd1,
    output [31:0] rd2
    );
   reg [31:0] 	  rf[31:0];
   always @ (posedge clk)
     if (we3) rf[wa3] <= wd3;
   assign rd1 = (ra1 != 0) ? rf[ra1] : 0;
   assign rd2 = (ra2 != 0) ? rf[ra2] : 0;
endmodule
module datapath(
    input  clk,
    input  reset,
    input  memtoreg,
    input  pcsrc,
    input  alusrc,
    input  regdst,
    input  [1:0] immtype,
    input  regwrite,
    input  jump,
    input  [3:0] alucontrol,
    output zero,
    output [31:0] pc,
    input  [31:0] instr,
    output [31:0] aluout,
    output [31:0] writedata,
    input  [31:0] readdata
    );
   wire [4:0] 	 writereg;
   wire [31:0] 	 pcnext, pcnextbr, pcplus4, pcbranch;
   wire [31:0] 	 immextv, signimmsh;
   wire [31:0] 	 srca, srcb;
   wire [31:0] 	 result;
   flopr #(32)	pcreg(clk, reset, pcnext, pc);
   adder	pcadd1 (pc, 32'b100, pcplus4);
   sl2		immsh(immextv, signimmsh);
   adder	pcadd2(pcplus4, signimmsh, pcbranch);
   mux2 #(32)   pcbrmux(pcplus4, pcbranch, pcsrc, pcnextbr);
   mux2 #(32)   pcmux(pcnextbr, {pcplus4[31:28], instr[25:0], 2'b00},
		      jump, pcnext);
   regfile	rf(clk, regwrite, instr[25:21], instr[20:16], writereg,
		   result, srca, writedata);
   mux2 #(5)	wrmux(instr[20:16], instr[15:11], regdst, writereg);
   mux2 #(32)	resmux(aluout, readdata, memtoreg, result);
   immext	ie(immtype, instr[15:0], immextv);
   mux2 #(32) srcbmux(writedata, immextv, alusrc, srcb);
   alu alu(srca, srcb, alucontrol, aluout, zero);
endmodule
File: flow/run.sh
#!/bin/bash
# OpenROAD 26Q1-2900-gdf79404cd8, Yosys 0.63+post, stock flow scripts
make -C /OpenROAD-flow-scripts/flow DESIGN_CONFIG=/design/flow/config.mk WORK_HOME=/design/flow/orfs finish
File: flow/config.mk
export PLATFORM = sky130hd
export DESIGN_NAME = regfile
export DESIGN_NICKNAME = regfile
export VERILOG_FILES = /design/flow/design.v
export SDC_FILE = /design/flow/constraint.sdc
export NUM_CORES = 4
export LEC_CHECK = 1
export CORE_UTILIZATION = 40
File: flow/constraint.sdc
current_design regfile

set clk_period 5.9
set clk_io_pct 0.2

create_clock -name clk0 -period $clk_period [get_ports {clk}]

set non_clock_inputs [all_inputs -no_clocks]
set_input_delay [expr $clk_period * $clk_io_pct] -clock clk0 $non_clock_inputs
set_output_delay [expr $clk_period * $clk_io_pct] -clock clk0 [all_outputs]
==> job_summary.md <==
## Synthesis and layout report

| Metric | Value |
|---|---|
| XOR/XNOR share of the synthesized area | `0%` |
| WHS | `1332 ps` |
| VDD IR-drop max | `235.9 µV` |
| CP required | `4720 ps` |
| Critical path type | `input pin to output pin` |
| DR vias | `26,920` |
| Most flops, register | `rf` |
| Antenna violations before repair | `11` |
| Hold Fails Final Rpt | `0` |
| Async S/R FF share, synth | `0%` |
| Final wirelength | `148,600 µm` |
| Final ANT Viol Nets | `0` |
| Drc violations | `0` |
| Tot Pwr | `16.37 mW` |
| Critical path capture point type | `output pin` |
| Worst-path maximum fanout | `31` |
| Die x size | `344.6 µm` |
| CORE AREA | `0.1164 mm²` |
| PortBufs | `112` |
| First-pass GRT wire length | `210,900 µm` |
| Number of gates resized after cts | `0` |
| Slowest stage cell, crit path | `a2111oi_0` |
| Max reg flops | `1,024` |
| Met2 routed WL | `68,090 µm` |
| Setup TNS | `0 ps` |
| Drt pass-1 iters | `5` |
| DR vias/cell | `6.387` |
| Post-DP HPWL | `92,150 µm` |
| Fp util | `40.36%` |
| Ys cells | `2,400` |
| Yosys cell types | `40` |
| Pin count of the biggest net entering global routing | `66` |
| DR iter-0 viols | `1,599` |
| CTS Buffer Depth | `3` |
| Number of max-cap violations | `0` |
| TritonCTS clock tree | `done` |
| Highest-count logic cell in the final layout | `edfxtp_1` |
| Compound Share, Synth | `5.409%` |
| Adder Share, Synth | `0%` |
| Syn_area_per_cell | `19.57 µm²` |
| Reg clk slew, reported paths | `60 ps` |
| Registers, synthesis | `1,024` |
| Synth Cell Area | `0.04696 mm²` |
| Slowest stage delay, CP | `770 ps` |
| Crit path arrival time | `4480 ps` |
| Fin crit period | `5662 ps` |
| Wire per inst | `35.25 µm` |
| Actual slew at the worst max-slew pin | `1019 ps` |
| Vias in the first global route | `30,480` |
| CTS Buf Count | `105` |
| Area growth, synth to finish | `16.01%` |
| Gate Count Post-Synth | `2,400` |
| Cell Area, Placed | `0.05101 mm²` |
| RSZ-0062 raised after global routing | `no` |
| Routed length on met1 | `43,970 µm` |
| Layout cells sized above 1 | `30.47%` |
| Post CTS Setup Buffer Count | `0` |
| Die Y-Extent | `344.6 µm` |
| Hold_buf cts | `0` |
| OpenROAD warning count | `26` |
| CP Launch Type | `input pin` |
| Power per Cell Area | `300.5 mW/mm²` |
| Top Layout Cells | `1,024 x edfxtp_1, 425 x mux4_2, 183 x mux2i_1, 152 x buf_4, 106 x clkbuf_16` |
| Top logic family | `multiplexers` |
| GPL Wtd Cong | `0.9051` |
| Design Area, Final | `0.05448 mm²` |
| Outcome | `finished, final reports clean` |
| Max_slew headroom | `31.87%` |
| Root buffer cell | `clkbuf_16` |
| Largest registers | `rf x1024` |
| Total track usage | `27.74%` |
| Htree depth | `3` |
| Pleak | `17.49 nW` |
| Gr ovfl total | `0` |
| Pins Over Slew Limit | `0` |
| Cell row count | `125` |
| CP Cell Sequence | `clkdlybuf4s50_1 -> or3b_2 -> buf_4 -> o22ai_1 -> a2111oi_0 -> nor3_1 -> buf_4 -> clkdlybuf4s50_1` |
| Top sig layer | `met5` |
| Mux area share | `24.86%` |
| Yosys chip area | `0.04696 mm²` |
| Post-synthesis sequential area ratio | `65.48%` |
| Ports | `113` |
| Min-delay worst type | `input pin to flip-flop` |
| Ys Warns | `1` |
| Final period utilization | `95.97%` |
| Clock Sinks | `1,024` |
| Post-synth top flop | `edfxtp_1` |
| Final tally of setup violations | `0` |
| Fmax | `176.6 MHz` |
| Die area | `0.1188 mm²` |
| Simple share | `1.940%` |
| EDFF count, synth | `1,024` |
| Routed length on met3 | `30,570 µm` |
through the flow:
step / worst slack [ps] / std cells / utilization, %
floorplan: 1972 / 2400 / -
global placement: 319.0 / 4015 / 43.83
detailed placement: 324.5 / 4015 / 43.83
CTS: 312.5 / 4212 / 46.81
global route: 165.8 / 4213 / 46.81
finish: 237.7 / 4214 / 46.82
metal layers:
metal	global-route usage [%]	vias to the layer above
met1	29.78	13440
met2	39.65	2235
met5	2.885	-
met3	25.10	357
met4	7.983	31
li1	-	10850
synth_stat cells (25+ instances only):
cell	n	area share [%]
edfxtp_1	1024	65
mux4_2	425	20
mux2i_1	183	3.9
clkbuf_1	104	0.83
nand2_1	65	0.52
a22o_1	62	1.2
buf_2	58	0.62
o22ai_1	55	0.73
a211oi_1	47	0.75
a21oi_1	46	0.49
nor2_1	35	0.28
nor3_1	32	0.34
a2111oi_0	31	0.58
o221ai_1	31	0.58
inv_1	25	0.20
worst paths after layout:
path,start,endpoint,slack (ps),depth (start not counted)
worst min-delay path,wd3[7],rf[27][7],1330,2
worst max-delay path,ra2[3],rd2[4],240,8
cells by family (layout without fill, tap and decap cells):
kind of cell    Yosys count  after routing
simple gates            187            187
mux                     632            632
buf+inv                 226            514
compound gates          331            331
other cells               0              2
flops                  1024           1024
power by group:
part	internal (mW)	leakage (nW)	switching [mW]
Clock	3.91	1.69	2.79
Sequential	8.10	9.22	0.0359
Combinational	0.666	6.58	0.880
Total	12.7	17.5	3.70
layout make-up:
| type | count | area, µm² |
|---|---|---|
| multi-input combinational | 1150 | 15410 |
| sequential | 1024 | 30750 |
| timing repair buffer | 292 | 2845 |
| antenna | 2 | 5.005 |
| tap | 1524 | 1907 |
| inverter | 25 | 96.34 |
| fill | 9377 | 61890 |
| clock inverter | 72 | 742.0 |
| clock buffer | 125 | 2724 |
worst max-delay path, delay by kind of cell:
family / cells / cell delay, ps
and+or+nand+nor: 2 / 470
buffers and inverters: 4 / 1860
AOI/OAI and AO/OA: 2 / 940
No activity file was given, so power comes from the tool's default toggle rates.
